## flow/config.mk

```make
export PLATFORM = sky130hd
export DESIGN_NAME = pack
export DESIGN_NICKNAME = pack
export VERILOG_FILES = /design/flow/design.v
export SDC_FILE = /design/flow/constraint.sdc
export NUM_CORES = 4
export LEC_CHECK = 1
export CORE_AREA = 10 10 70 70
export DIE_AREA = 0 0 80 80
```

## flow/constraint.sdc

```tcl
current_design pack

set clk_period 1.2
set clk_io_pct 0.2

create_clock -name clk0 -period $clk_period

set non_clock_inputs [all_inputs -no_clocks]
set_input_delay [expr $clk_period * $clk_io_pct] -clock clk0 $non_clock_inputs
set_output_delay [expr $clk_period * $clk_io_pct] -clock clk0 [all_outputs]
```

## flow/design.v

```verilog
module unpack#(
    parameter E = 3,    
    parameter M = 4     
)(
    input [7:0] a,
    input [7:0] b,
    output signed_a,        
    output signed_b,        
    output [E-1:0] exp_a,   
    output [E-1:0] exp_b,   
    output [M-1:0] frac_a,  
    output [M-1:0] frac_b   
);
    assign signed_a = a[7];
    assign signed_b = b[7];
    assign exp_a = a[6 -: E];
    assign exp_b = b[6 -: E];
    assign frac_a = a[M-1:0];
    assign frac_b = b[M-1:0];
endmodule
module exp_compare#(
    parameter E = 3,
    parameter M = 4
)(
    input [E-1:0] exp_a,
    input [E-1:0] exp_b,
    output exp_a_notzero,   
    output exp_b_notzero,   
    output exp_a_larger     
);
    assign exp_a_notzero = |exp_a;    
    assign exp_b_notzero = |exp_b;
    assign exp_a_larger = (exp_a > exp_b);
endmodule
module exp_diff#(
    parameter E = 3,
    parameter M = 4
)(
    input [E-1:0] exp_a,
    input [E-1:0] exp_b,
    output [E-1:0] exp_common,  
    output [E-1:0] exp_diff,    
    input exp_a_larger          
);
    mux_add_exp #(
        .WIDTH(E)
    )u_mux_add_exp(
        .add1         (exp_a        ),
        .add2         (exp_b        ),
        .add1_greater (exp_a_larger ),
        .add_out      (exp_diff     )
    );
    assign exp_common = exp_a_larger ? exp_a : exp_b;
endmodule
module shifter#(
    parameter E = 3,
    parameter M = 4
)(
    input [E-1:0] exp_diff,
    input signed_a,
    input signed_b,
    input signed_xor,        
    input exp_a_notzero,
    input exp_b_notzero,
    input exp_a_larger,
    input [M-1:0] frac_a,
    input [M-1:0] frac_b,
    output res_sign,           
    output [M + 1: 0] frac_out  
);
    wire [M:0] mant_a = {exp_a_notzero, frac_a};
    wire [M:0] mant_b = {exp_b_notzero, frac_b};
    reg [M:0] mant_a_shift_bydiff;
    reg [M:0] mant_b_shift_bydiff;
    always @(*) begin
        case (exp_diff)
            4'd0: mant_a_shift_bydiff = mant_a;
            4'd1: mant_a_shift_bydiff = mant_a >> 1;
            4'd2: mant_a_shift_bydiff = mant_a >> 2;
            4'd3: mant_a_shift_bydiff = mant_a >> 3;
            4'd4: mant_a_shift_bydiff = mant_a >> 4;
            default: mant_a_shift_bydiff = 4'd0;
        endcase
    end
    always @(*) begin
        case (exp_diff)
            4'd0: mant_b_shift_bydiff = mant_b;
            4'd1: mant_b_shift_bydiff = mant_b >> 1;
            4'd2: mant_b_shift_bydiff = mant_b >> 2;
            4'd3: mant_b_shift_bydiff = mant_b >> 3;
            4'd4: mant_b_shift_bydiff = mant_b >> 4;
            default: mant_b_shift_bydiff = 4'd0;
        endcase
    end
    wire [M:0] mant_a_shifted = exp_a_larger ? mant_a : mant_a_shift_bydiff;
    wire [M:0] mant_b_shifted = exp_a_larger ? mant_b_shift_bydiff : mant_b;
    wire mant_a_greater = mant_a_shifted > mant_b_shifted;
    assign res_sign = mant_a_greater ? signed_a : signed_b;
    mux_add_mant #(
        .WIDTH(M+1)
    )u_mux_add_mant(
        .add1         (mant_a_shifted ),
        .add2         (mant_b_shifted ),
        .add_flag     (signed_xor     ),
        .add1_greater (mant_a_greater ),
        .add_out      (frac_out       )
    );
endmodule
module signed_xor#(
    parameter E = 3,
    parameter M = 4
)(
    input signed_a,
    input signed_b,
    output signed_xor
);
    assign signed_xor = signed_a ^ signed_b;
endmodule
module pack#(
    parameter E = 3,
    parameter M = 4
)(
    input [M + 1:0] mant_res,  
    input res_sign,
    input [E-1:0] exp_common,
    output [7:0] result
);
    reg [M:0] norm_mant;
    reg [E-1:0] norm_exp;
    wire norm_sign = res_sign;
    always @(*) begin
        if (mant_res[M+1]) begin
            norm_mant = mant_res[M+1:1];   
            norm_exp  = exp_common + 1;
        end else if (mant_res[M]) begin
            norm_mant = mant_res[M:0];     
            norm_exp  = exp_common;
        end else if (mant_res[M-1]) begin
            norm_mant = mant_res[M-1:0] << 1;
            norm_exp  = exp_common - 1;
        end else if (mant_res[M-2]) begin
            norm_mant = mant_res[M-2:0] << 2;
            norm_exp  = exp_common - 2;
        end else begin
            norm_mant = 0;
            norm_exp  = 0;
        end
    end
    assign result =
        (mant_res == 0) ? {1'b0, {E{1'b0}}, {M{1'b0}}} :  
        {norm_sign, norm_exp, norm_mant[M-1:0]};
endmodule
module mux_add_exp#(
    parameter WIDTH = 4
)(
    input   [WIDTH - 1:0] add1,
    input   [WIDTH - 1:0] add2,
    input                 add1_greater,  
    output  [WIDTH: 0]    add_out
);
    wire    [WIDTH: 0] S0;
    wire    [WIDTH: 0] op_b_inv;
    genvar i;
    generate
        for (i = 0; i < WIDTH; i = i + 1) begin
            LUT6_2 #(
                .INIT(64'h0000_0099_0000_0053)
            ) LUT6_2_inst (
                .O5(op_b_inv[i]),
                .O6(S0[i]),
                .I0(add2[i]),
                .I1(add1[i]),
                .I2(add1_greater),
                .I3(1'b0),
                .I4(1'b0),
                .I5(1'b1)
            );
        end
    endgenerate
    wire [7:0] CO;
    wire [7:0] O;
    CARRY8 #(
        .CARRY_TYPE("SINGLE_CY8")
    ) CARRY8_inst (
        .CO(CO),
        .O(O),
        .CI(1'b1),
        .CI_TOP(1'b0),
        .DI(op_b_inv),
        .S(S0)
    );
    assign add_out = O[WIDTH:0];
endmodule
module mux_add_mant#(
    parameter WIDTH = 4
)(
    input   [WIDTH - 1:0] add1,
    input   [WIDTH - 1:0] add2,
    input                 add_flag,        
    input                 add1_greater,    
    output  [WIDTH: 0]    add_out
);
    wire [WIDTH: 0] S0;
    wire [WIDTH: 0] op_b_inv;
    assign S0[WIDTH]       = add_flag;
    assign op_b_inv[WIDTH] = add_flag;
    genvar i;
    generate
        for (i = 0; i < WIDTH; i = i + 1) begin
            LUT6_2 #(
                .INIT(64'h0000_9696_0000_5A3A)
            ) LUT6_2_inst (
                .O5(op_b_inv[i]),
                .O6(S0[i]),
                .I0(add2[i]),
                .I1(add1[i]),
                .I2(add_flag),
                .I3(add1_greater),
                .I4(1'b0),
                .I5(1'b1)
            );
        end
    endgenerate
    wire [7:0] CO;
    wire [7:0] O;
    CARRY8 #(
        .CARRY_TYPE("SINGLE_CY8")
    ) CARRY8_inst (
        .CO(CO),
        .O(O),
        .CI(add_flag),
        .CI_TOP(1'b0),
        .DI(op_b_inv),
        .S(S0)
    );
    assign add_out = O[WIDTH:0];
endmodule
module fp8_adder#(
    parameter e = 3,
    parameter m = 4
)(
    input [7:0] a,
    input [7:0] b,
    output [7:0] result
);
    wire signed_a, signed_b;
    wire signed_xor;
    wire res_sign;
    wire [e-1:0] exp_common;
    wire [e-1:0] exp_a, exp_b;
    wire [e-1:0] exp_diff;
    wire [m-1:0] frac_a, frac_b;
    wire [m+1:0] frac_out;
    wire exp_a_notzero, exp_b_notzero;
    wire exp_a_larger;
    (* dont_touch = "true" *)unpack #(
        .E(e), .M(m)
    ) u_unpack (
        .a(a),
        .b(b),
        .signed_a(signed_a),
        .signed_b(signed_b),
        .exp_a(exp_a),
        .exp_b(exp_b),
        .frac_a(frac_a),
        .frac_b(frac_b)
    );
    (* dont_touch = "true" *)exp_compare #(
        .E(e), .M(m)
    ) u_exp_compare(
        .exp_a(exp_a),
        .exp_b(exp_b),
        .exp_a_notzero(exp_a_notzero),
        .exp_b_notzero(exp_b_notzero),
        .exp_a_larger(exp_a_larger)
    );
    (* dont_touch = "true" *)exp_diff #(
        .E(e), .M(m)
    ) u_exp_diff(
        .exp_a(exp_a),
        .exp_b(exp_b),
        .exp_common(exp_common),
        .exp_diff(exp_diff),
        .exp_a_larger(exp_a_larger)
    );
    (* dont_touch = "true" *)signed_xor #(
        .E(e), .M(m)
    ) u_signed_xor (
        .signed_a(signed_a),
        .signed_b(signed_b),
        .signed_xor(signed_xor)
    );
    (* dont_touch = "true" *)shifter #(
        .E(e), .M(m)
    ) u_shifter (
        .exp_diff(exp_diff),
        .signed_a(signed_a),
        .signed_b(signed_b),
        .signed_xor(signed_xor),
        .exp_a_notzero(exp_a_notzero),
        .exp_b_notzero(exp_b_notzero),
        .exp_a_larger(exp_a_larger),
        .frac_a(frac_a),
        .frac_b(frac_b),
        .res_sign(res_sign),
        .frac_out(frac_out)
    );
    (* dont_touch = "true" *)pack #(
        .E(e), .M(m)
    ) u_pack (
        .mant_res(frac_out),
        .res_sign(res_sign),
        .exp_common(exp_common),
        .result(result)
    );
endmodule
```

## flow/run.sh

```bash
#!/bin/bash
# OpenROAD 26Q1-2900-gdf79404cd8, Yosys 0.63+post, stock flow scripts
make -C /OpenROAD-flow-scripts/flow DESIGN_CONFIG=/design/flow/config.mk WORK_HOME=/design/flow/orfs finish
```

==> job_summary.md <==
### Yosys + OpenROAD results

| Metric | Value |
|---|---|
| Max-Cap Viols | `0` |
| Die width | `80 um` |
| Die Ht | `80 um` |
| Seq pwr share | `0` |
| # diodes | `0` |
| Final Cycle Share | `1.21` |
| Hold_ws | `825 ps` |
| Critical Path Fanout Max | `2` |
| RSZ-0062 raised after global routing | `yes` |
| Synth top cells by count | `a21oi_1, inv_1, o21ai_0` |
| First-pass GRT wire length | `2.13 mm` |
| Req. time, crit path | `960 ps` |
| Crit path DAT | `1210 ps` |
| Register area | `0 sq um` |
| Proportion of layout cells with a drive suffix above 1 | `0.707` |
| Cells after DPL | `118` |
| Initial antenna violation count | `0` |
| Post-route minimum period | `1450 ps` |
| # Cells Yosys | `43` |
| Slew @ Worst Pin | `310 ps` |
| CP max-delay cell | `a32o_2` |
| Max incr delay on CP | `270 ps` |
| Gr ovfl total | `0` |
| Final std cells w/o fill | `121` |
| Cell internal pwr | `146 uW` |
| DRC | `0` |
| Biggest area cells | `ha_1, a21oi_1, nand3b_4` |
| Status | `finished, violations left` |
| Post-synth seq share | `0` |
| Synth-to-Final Area Change | `151%` |
| Std-Cell Core Area | `3420 sq um` |
| Max Slew Vio Count | `0` |
| NetSw | `98.2 uW` |
| Cells after synthesis | `43` |
| Yosys chip area | `294 sq um` |
| Syn_area_per_cell | `6.84 sq um` |
| Ports | `18` |
| Crit path kind | `input port to output pin` |
| CTS Hold Bufs | `0` |
| Slew margin rel. | `0.792` |
| Sw frac | `0.401` |
| 1st-pass router iterations | `3` |
| GP Congestion | `0.815` |
| Largest net degree at the start of global routing | `8` |
| DIE AREA | `6400 sq um` |
| Final WS setup | `-254 ps` |
| Crit. End Element | `output pin` |
| Startpoint types | `input port` |
| Clkbuf count | `0` |
| Cell area power density | `331 nW/um^2` |
| Critical path, cell by cell | `buf_8 -> inv_4 -> ha_4 -> or2b_1 -> a32o_2 -> a22oi_2 -> buf_2` |
| Peak VDD IR | `0.0000935 V` |
| Post-Syn Area | `294 sq um` |
| Clk pwr share | `0` |
| Yosys Warn Count | `1` |
| Post-synthesis cell type count | `25` |
| WP buf/inv | `3` |
| # port buffers | `18` |
| # rows | `21` |
| Setup violators final | `7` |
| Drt total wl | `1.17 mm` |
| Logic gate share of total power | `1.000` |
| Tally of OpenROAD warnings | `35` |
| Vias | `423` |
| Hold Crit Class | `input port to output pin` |
| DRT iter0 DRCs | `2` |
| Failing checks | `negative setup slack` |
| Vias in the first global route | `475` |
| Tot GR Track Use | `0.0388` |
| Hpwl dp | `977 um` |
| ANT nets after route | `0` |
| Vias per cell | `3.50` |
| Total power | `245 uW` |
| Top cell type's share of synthesized area | `0.0851` |
| Final hold vios | `0` |
| Leakage | `0.000319 uW` |
| Seq cells | `0` |
| Crit path max-delay family | `AND-OR/OR-AND gates` |
| DR WL/cell | `9.70 um` |
| Floorplan core density | `0.0861` |
| Fillers | `388` |
| Max Freq | `688 MHz` |
| Area leader, netlist | `ha_1` |
[path summary, 6_finish.rpt]
kind	from	to	slack, ps	cells past startpoint
worst min-delay path	exp_common[0]	result[4]	830	4
worst max-delay path	exp_common[0]	result[6]	-250	7
[metal layers]
layer | global-route usage | share of wire | up-vias
li1 | - | - | 220
met1 | 0.0382 | 0.34 | 200
met2 | 0.0827 | 0.62 | 3
met3 | 0.00795 | 0.045 | 0
met4 | 0 | 0 | 0
met5 | 0 | 0 | -
[cell usage in the layout (no fill, tap or decap), types with 2 or more instances in the layout]
cell	n
buf_4	13
buf_2	7
buf_6	7
o21ai_1	4
nand2b_1	3
buf_8	3
inv_4	2
a21oi_1	2
a22oi_2	2
a211oi_2	2
a21oi_2	2
nand2_1	2
clkdlybuf4s50_1	2
[per-stage QoR]
stage	setup TNS, ps	worst slack [ps]	utilization	cell area, sq um
3_5_place_dp	-7030	-1120	0.185	633
5_1_grt	-969	-298	0.216	738
4_1_cts	-826	-286	0.210	717
2_1_floorplan	0	2.32	-	312
3_3_place_gp	-7000	-1120	0.185	633
6_report	-549	-254	0.216	738
[cells by family (layout without fill, tap and decap cells)]
group           count (synthesis)  count (layout)  synth area share
compound gates                 18              18             0.417
fa+ha+maj                       2               2            0.0851
buf+inv                         7              39             0.123
simple gates                   16              16             0.374
[final cells by class]
cell class                 instances  area, sq um  area share
multi-input combinational         36          358       0.485
tap                               46         57.6      0.0780
timing repair buffer              35          303       0.410
inverter                           4         20.0      0.0271
[power by group through the flow]
stage,clock network [uW],logic (uW),registers [uW]
after CTS,0,236,0
after global routing,0,271,0
final,0,245,0
[timing repair]
item / 4_1_cts / 5_1_grt
setup buffers: 3 / 0
gates resized: 84 / 13
pin swaps: 15 / 8
setup endpoints to repair: 8 / 7
No activity file was given, so power comes from the tool's default toggle rates.
