File: flow/run.sh
#!/bin/bash
# OpenROAD 26Q1-2900-gdf79404cd8, Yosys 0.63+post, stock flow scripts
make -C /OpenROAD-flow-scripts/flow DESIGN_CONFIG=/design/flow/config.mk WORK_HOME=/design/flow/orfs finish
File: flow/constraint.sdc
current_design fane_addr_gen

set clk_period 2.7
set clk_io_pct 0.2

create_clock -name clk0 -period $clk_period [get_ports {clk}]

set non_clock_inputs [all_inputs -no_clocks]
set_input_delay [expr $clk_period * $clk_io_pct] -clock clk0 $non_clock_inputs
set_output_delay [expr $clk_period * $clk_io_pct] -clock clk0 [all_outputs]
File: flow/design.v
`timescale 1ns / 1ps
module fane_addr_gen #(
        parameter IMG_W = 4,
        parameter NUMBER_OF_REG = 1,
	parameter URAM_A_W = 23,
	parameter BRAM_A_W = 14
)
(
input clk,
input rst,
input ce,
input read_en_from_ce_state_machine,
output reg [URAM_A_W-1:0] uram_rd_addr,
output reg [BRAM_A_W-1:0] b1_wr_addr,
output reg b1_wr_en,
output reg [BRAM_A_W-1:0] b2_wr_addr,
output reg b2_wr_en,
output reg [BRAM_A_W-1:0] b3_wr_addr,
output reg b3_wr_en,
output reg [BRAM_A_W-1:0] b1_rd_addr,
output reg [BRAM_A_W-1:0] b2_rd_addr,
output reg [BRAM_A_W-1:0] b3_rd_addr,
output wire init_done
);
localparam URAM_RST_s       = 7'b0000001;
localparam URAM_Init_s      = 7'b0000010;
localparam URAM_Rd1_s       = 7'b0000100;
localparam URAM_Rd2_s       = 7'b0001000;
localparam URAM_Rd3_s       = 7'b0010000;
localparam URAM_initDone_s  = 7'b0100000;
localparam URAM_RdN_s       = 7'b1000000;
localparam BRAM1_RST_s      = 4'b0001;
localparam BRAM1_Init_s     = 4'b0010;
localparam BRAM1_Rd_s       = 4'b0100;
localparam BRAM1_initDone_s = 4'b1000;
localparam BRAM2_RST_s      = 4'b0001;
localparam BRAM2_Init_s     = 4'b0010;
localparam BRAM2_Rd_s       = 4'b0100;
localparam BRAM2_initDone_s = 4'b1000;
reg [6:0]     uram_p_state;
reg [6:0]     uram_n_state;
reg [3:0]     bram1_p_state;
reg [3:0]     bram1_n_state;
reg [3:0]     bram2_p_state;
reg [3:0]     bram2_n_state;
reg           uram_rd_en_tmp;
reg [BRAM_A_W-1:0] b1_wr_addr_r1;
reg [BRAM_A_W-1:0] b1_wr_addr_r2;
reg [BRAM_A_W-1:0] b1_wr_addr_r3;
reg [BRAM_A_W-1:0] b1_wr_addr_r4;
reg [BRAM_A_W-1:0] b1_wr_addr_r5;
reg           b1_wr_en_r1;
reg           b1_wr_en_r2;
reg           b1_wr_en_r3;
reg           b1_wr_en_r4;
reg           rd_en_bram1_r1;
reg           rd_en_bram1_r2;
reg           rd_en_bram1_r3;
reg           rd_en_bram1_r4;
reg           rd_en_bram1_r5;
reg           rd_en_bram1_r6;
reg           rd_en_bram2_r1;
reg           rd_en_bram2_r2;
reg           rd_en_bram2_r3;
reg           rd_en_bram2_r4;
reg           rd_en_bram2_r5;
reg           rd_en_bram2_r6;
reg           rd_en_bram2_r7;
reg           rd_en_bram2_r8;
reg           rd_en_bram2_r9;
reg           rd_en_from_uram_for_bram1;
reg           rd_en_from_uram_for_bram2;
reg [BRAM_A_W-1:0] b2_wr_addr_r1;
reg [BRAM_A_W-1:0] b3_wr_addr_r1;
reg           b2_wr_en_r1;
reg           b3_wr_en_r1;
reg           read_en_from_ce_state_machine_r;
reg           read_en_from_ce_state_machine_2r;
reg           read_en_from_ce_state_machine_3r;
wire          rd_en_bram1;
wire          rd_en_bram2;
wire          rd_en_bram3;
wire          uram_rd_en;
always@(posedge clk) begin
  if (rst) begin
    uram_p_state <= URAM_RST_s;
  end else begin
    uram_p_state <= uram_n_state;
  end
end
always@(*) begin
  case (uram_p_state)
    URAM_RST_s    : uram_n_state <= URAM_Init_s;
    URAM_Init_s   : uram_n_state <= URAM_Rd1_s;
    URAM_Rd1_s    : begin
                      if (uram_rd_addr == 16*(IMG_W-1)) uram_n_state <= URAM_Rd2_s;
                      else uram_n_state <= URAM_Rd1_s;
                    end
    URAM_Rd2_s    : begin
                      if (uram_rd_addr == 16*(2*IMG_W-1)) uram_n_state <= URAM_Rd3_s;
                      else uram_n_state <= URAM_Rd2_s;
                    end
    URAM_Rd3_s    : begin
                      if (uram_rd_addr == 16*(3*IMG_W-1)) uram_n_state <= URAM_initDone_s;
                      else uram_n_state <= URAM_Rd3_s;
                    end
    URAM_initDone_s :  
 uram_n_state <= URAM_initDone_s;
    default       : uram_n_state <= URAM_RST_s;
  endcase
end
always@(posedge clk) begin
  if (rst) begin
    uram_rd_addr <= {URAM_A_W{1'b0}};
  end else begin
    if (uram_p_state[1])   
      uram_rd_addr <= {URAM_A_W{1'b0}};
    else if (uram_rd_en_tmp || read_en_from_ce_state_machine)
      uram_rd_addr <= uram_rd_addr + 'd16;
  end
end
always@(posedge clk) begin
  if (rst) begin
    uram_rd_en_tmp <= 1'b0;
  end else begin
    if (uram_n_state[2] || uram_n_state[3] || uram_n_state[4])  
      uram_rd_en_tmp <= 1'b1;
    else
      uram_rd_en_tmp <= 1'b0;
  end
end
assign uram_rd_en = uram_rd_en_tmp || read_en_from_ce_state_machine; 
always@(posedge clk) begin
  if (rst) begin
    b1_wr_addr_r1 <= {BRAM_A_W{1'b0}};
  end else begin
    if (uram_rd_en) begin
      if (b1_wr_addr_r1 == 16*(IMG_W-1)) b1_wr_addr_r1 <= {BRAM_A_W{1'b0}};
      else b1_wr_addr_r1 <= b1_wr_addr_r1 + 'd16;
    end
  end
end
always@(posedge clk) begin
  if (rst) begin
    b1_wr_addr_r2 <= {BRAM_A_W{1'b0}}; 
    b1_wr_addr_r3 <= {BRAM_A_W{1'b0}}; 
    b1_wr_en_r1   <= 1'b0;
    b1_wr_en_r2   <= 1'b0;
  end else begin
    b1_wr_addr_r2 <= b1_wr_addr_r1;
    b1_wr_addr_r3 <= b1_wr_addr_r2;
    b1_wr_en_r1   <= uram_rd_en;
    b1_wr_en_r2   <= b1_wr_en_r1;
  end
end
always@(posedge clk) begin
  if (rst) begin
    rd_en_from_uram_for_bram1 <= 1'b0;
  end else begin
    if (uram_n_state[2] || uram_n_state[3])  
      rd_en_from_uram_for_bram1 <= 1'b1;
    else
      rd_en_from_uram_for_bram1 <= 1'b0;
  end
end
always@(posedge clk) begin
  if (rst) begin
    rd_en_from_uram_for_bram2 <= 1'b0;
  end else begin
    if (uram_n_state[2])  
      rd_en_from_uram_for_bram2 <= 1'b1;
    else
      rd_en_from_uram_for_bram2 <= 1'b0;
  end
end
always@(posedge clk) begin
  if (rst) begin
    rd_en_bram1_r1 <= 1'b0;
    rd_en_bram1_r2 <= 1'b0;
    rd_en_bram1_r3 <= 1'b0;
  end else begin 
    rd_en_bram1_r1 <= rd_en_from_uram_for_bram1;
    rd_en_bram1_r2 <= rd_en_bram1_r1;
    rd_en_bram1_r3 <= rd_en_bram1_r2;
  end
end
always@(posedge clk) begin
  if (rst) begin
    rd_en_bram2_r1 <= 1'b0;
    rd_en_bram2_r2 <= 1'b0;
    rd_en_bram2_r3 <= 1'b0;
    rd_en_bram2_r4 <= 1'b0;
    rd_en_bram2_r5 <= 1'b0;
    rd_en_bram2_r6 <= 1'b0;
  end else begin 
    rd_en_bram2_r1 <= rd_en_from_uram_for_bram2;
    rd_en_bram2_r2 <= rd_en_bram2_r1;
    rd_en_bram2_r3 <= rd_en_bram2_r2;
    rd_en_bram2_r4 <= rd_en_bram2_r3;
    rd_en_bram2_r5 <= rd_en_bram2_r4;
    rd_en_bram2_r6 <= rd_en_bram2_r5;
  end
end
always@(posedge clk) begin
  read_en_from_ce_state_machine_r <= read_en_from_ce_state_machine;
  read_en_from_ce_state_machine_2r <= read_en_from_ce_state_machine_r;
  read_en_from_ce_state_machine_3r <= read_en_from_ce_state_machine_2r;
end
always@(posedge clk) begin
  if (rst) begin
    bram1_p_state <= BRAM1_RST_s;
  end else begin
    bram1_p_state <= bram1_n_state;
  end
end
always@(*) begin
  case (bram1_p_state)
    BRAM1_RST_s      : bram1_n_state <= BRAM1_Init_s;
    BRAM1_Init_s     : begin
                         if (rd_en_bram1_r4) bram1_n_state <= BRAM1_Rd_s;
                         else bram1_n_state <= BRAM1_Init_s;
                       end
    BRAM1_Rd_s       : begin
                         if (!rd_en_bram1_r4) bram1_n_state <= BRAM1_initDone_s;
                         else bram1_n_state <= BRAM1_Rd_s;
                       end
    BRAM1_initDone_s : bram1_n_state <= BRAM1_initDone_s;
    default          : bram1_n_state <= BRAM1_RST_s;
  endcase
end
always@(posedge clk) begin
  if (rst) begin
    b1_rd_addr <= {BRAM_A_W{1'b0}};
  end else begin
    if (b1_rd_addr == 16*(IMG_W-1))
      b1_rd_addr <= {BRAM_A_W{1'b0}};
    else if (rd_en_bram1) 
      b1_rd_addr <= b1_rd_addr + 'd16;
  end
end
always@(posedge clk) begin
  if (rst) begin
    bram2_p_state <= BRAM2_RST_s;
  end else begin
    bram2_p_state <= bram2_n_state;
  end
end
always@(*) begin
  case (bram2_p_state)
    BRAM2_RST_s      : bram2_n_state <= BRAM2_Init_s;
    BRAM2_Init_s     : begin
                         if (rd_en_bram2_r7) bram2_n_state <= BRAM2_Rd_s;
                         else bram2_n_state <= BRAM2_Init_s;
                       end
    BRAM2_Rd_s       : begin
                         if (!rd_en_bram2_r7) bram2_n_state <= BRAM2_initDone_s;
                         else bram2_n_state <= BRAM2_Rd_s;
                       end
    BRAM2_initDone_s : bram2_n_state <= BRAM2_initDone_s;
    default          : bram2_n_state <= BRAM2_RST_s;
  endcase
end
always@(posedge clk) begin
  if (rst) begin
    b2_rd_addr <= {BRAM_A_W{1'b0}};
  end else begin
    if (b2_rd_addr == 16*(IMG_W-1))
      b2_rd_addr <= {BRAM_A_W{1'b0}};
    else if (rd_en_bram2) 
      b2_rd_addr <= b2_rd_addr + 'd16;
  end
end
always@(posedge clk) begin
  if (rst) begin
    b2_wr_addr_r1 <= {BRAM_A_W{1'b0}};
    b2_wr_addr    <= {BRAM_A_W{1'b0}};
    b2_wr_en_r1   <= 1'b0;
    b2_wr_en      <= 1'b0;
  end else begin
    b2_wr_addr_r1 <= b1_rd_addr; 
    b2_wr_addr    <= b2_wr_addr_r1; 
    b2_wr_en_r1   <= rd_en_bram1; 
    b2_wr_en      <= b2_wr_en_r1;
  end
end
always@(posedge clk) begin
  if (rst) begin
    b3_wr_addr_r1 <= {BRAM_A_W{1'b0}};
    b3_wr_addr    <= {BRAM_A_W{1'b0}};
    b3_wr_en_r1   <= 1'b0;
    b3_wr_en      <= 1'b0;
  end else begin
    b3_wr_addr_r1 <= b2_rd_addr; 
    b3_wr_addr    <= b3_wr_addr_r1; 
    b3_wr_en_r1   <= rd_en_bram2; 
    b3_wr_en      <= b3_wr_en_r1;
  end
end
always@(posedge clk) begin
  if (rst) begin
    b3_rd_addr <= {BRAM_A_W{1'b0}};
  end else begin
    if (b3_rd_addr == 16*(IMG_W-1))
      b3_rd_addr <= {BRAM_A_W{1'b0}};
    else if (rd_en_bram3) 
      b3_rd_addr <= b3_rd_addr + 'd16;
  end
end
assign init_done = bram1_p_state[3] && bram2_p_state[3];
generate if (NUMBER_OF_REG == 1) begin : wr_en1
  assign rd_en_bram1 = rd_en_bram1_r4 || read_en_from_ce_state_machine;
  assign rd_en_bram2 = rd_en_bram2_r7 || read_en_from_ce_state_machine;
  assign rd_en_bram3 = read_en_from_ce_state_machine;
  always@(posedge clk) begin
    if (rst) begin
      b1_wr_addr    <= {BRAM_A_W{1'b0}}; 
      b1_wr_en      <= 1'b0;
      rd_en_bram1_r4 <= 1'b0;
      rd_en_bram2_r7 <= 1'b0;
    end else begin
      b1_wr_addr    <= b1_wr_addr_r3;
      b1_wr_en      <= b1_wr_en_r2;
      rd_en_bram1_r4 <= rd_en_bram1_r3;
      rd_en_bram2_r7 <= rd_en_bram2_r6;
    end
  end
end endgenerate
generate if (NUMBER_OF_REG == 2) begin : wr_en2
  assign rd_en_bram1 = rd_en_bram1_r4 || read_en_from_ce_state_machine_r;
  assign rd_en_bram2 = rd_en_bram2_r7 || read_en_from_ce_state_machine_r;
  assign rd_en_bram3 = read_en_from_ce_state_machine_r;
  always@(posedge clk) begin
    if (rst) begin
      b1_wr_addr_r4 <= {BRAM_A_W{1'b0}}; 
      b1_wr_addr    <= {BRAM_A_W{1'b0}}; 
      b1_wr_en_r3   <= 1'b0;
      b1_wr_en      <= 1'b0;
      rd_en_bram1_r5 <= 1'b0;
      rd_en_bram1_r4 <= 1'b0;
      rd_en_bram2_r8 <= 1'b0;
      rd_en_bram2_r7 <= 1'b0;
    end else begin
      b1_wr_addr_r4 <= b1_wr_addr_r3; 
      b1_wr_addr    <= b1_wr_addr_r4; 
      b1_wr_en_r3   <= b1_wr_en_r2;
      b1_wr_en      <= b1_wr_en_r3;
      rd_en_bram1_r5 <= rd_en_bram1_r3;
      rd_en_bram1_r4 <= rd_en_bram1_r5;
      rd_en_bram2_r8 <= rd_en_bram2_r6;
      rd_en_bram2_r7 <= rd_en_bram2_r8;
    end
  end
end endgenerate
generate if (NUMBER_OF_REG == 3) begin : wr_en3
  assign rd_en_bram1 = rd_en_bram1_r4 || read_en_from_ce_state_machine_2r;
  assign rd_en_bram2 = rd_en_bram2_r7 || read_en_from_ce_state_machine_2r;
  assign rd_en_bram3 = read_en_from_ce_state_machine_2r;
  always@(posedge clk) begin
    if (rst) begin
      b1_wr_addr_r4 <= {BRAM_A_W{1'b0}}; 
      b1_wr_addr_r5 <= {BRAM_A_W{1'b0}}; 
      b1_wr_addr    <= {BRAM_A_W{1'b0}}; 
      b1_wr_en_r3   <= 1'b0;
      b1_wr_en_r4   <= 1'b0;
      b1_wr_en      <= 1'b0;
      rd_en_bram1_r6 <= 1'b0;
      rd_en_bram1_r5 <= 1'b0;
      rd_en_bram1_r4 <= 1'b0;
      rd_en_bram2_r9 <= 1'b0;
      rd_en_bram2_r8 <= 1'b0;
      rd_en_bram2_r7 <= 1'b0;
    end else begin
      b1_wr_addr_r4 <= b1_wr_addr_r3; 
      b1_wr_addr_r5 <= b1_wr_addr_r4; 
      b1_wr_addr    <= b1_wr_addr_r5; 
      b1_wr_en_r3   <= b1_wr_en_r2;
      b1_wr_en_r4   <= b1_wr_en_r3;
      b1_wr_en      <= b1_wr_en_r4;
      rd_en_bram1_r6 <= rd_en_bram1_r3;
      rd_en_bram1_r5 <= rd_en_bram1_r6;
      rd_en_bram1_r4 <= rd_en_bram1_r5;
      rd_en_bram2_r9 <= rd_en_bram2_r6;
      rd_en_bram2_r8 <= rd_en_bram2_r9;
      rd_en_bram2_r7 <= rd_en_bram2_r8;
    end
  end
end endgenerate
endmodule
File: flow/config.mk
export PLATFORM = sky130hd
export DESIGN_NAME = fane_addr_gen
export DESIGN_NICKNAME = fane_addr_gen
export VERILOG_FILES = /design/flow/design.v
export SDC_FILE = /design/flow/constraint.sdc
export NUM_CORES = 4
export LEC_CHECK = 1
export CORE_UTILIZATION = 50
==> Changelog: implementation <==
## Flow update

* Adder Area Share at 1.22%
* Clock Skews at around 4.8 ps
* Sequential Power Share at between 40% and 50%
* Switching fraction of total power at between 20% and 30%
* Slowest cell on crit path: dfxtp_1
* Cell Type Count at 51
* Worst min-delay path category: reg -> reg
* LEAKAGE at 2.91 nW
* GRT Residual Overflow at 0
* Core area at approximately 12000 um^2
* Reg clk slew, reported paths at 60 ps
* Drt pass-1 iters at 6
* Cell internal pwr at between 4 and 5 mW
* Top cells by area: dfxtp_1 (53%), nor2b_1 (8.3%), nor2_1 (4.0%)
* Worst Path Required at ~2200 ps
* Final WS setup at 630 ps
* Rows at 40
* Post-Synth XOR/XNOR Area at between 6 and 7%
* Port Buf Inserts at 85
* Global-route wire length before repair at roughly 18 mm
* Via Count at around 4300
* Worst path bufs/invs at 1
* Relative slew margins at 63.8%
* Logic pwr share at between 4 and 5%
* Largest net degree at the start of global routing at 48
* Die extent in y at 113 um
* Reg2reg start: uram_rd_addr[4]
* Simple share at 24.1%
* Post-CTS Setup Repair Bufs at 0
* Critical path endpoint category: primary output
* Yosys top cell area share at 53.1%
* ANT cells at 0
* Post-CTS Hold Buffers at 0
* Number of routed nets with antenna violations at 0
* Met1 Usage GRT at between 20% and 30%
* Final worst-path cycle share at 76.7%
* HPWL Detailed at 6.77 mm
* Number of DRC markers in iteration 0 at 228
* P&R area growth vs syn at 24.0%
* Cells along the critical path: clkdlybuf4s50_1
* Ys flops at around 160
* Crit path max-delay family: flip-flops
* Mux cell area share at 0.509%
* Register share after synthesis at 53.1%
* Startpoint Class: flip-flop
* Flip-flops with a built-in enable at 0
* Die ar. at 12700 um^2
* Yosys chip area at 6140 um^2
* Yosys top cell by area: dfxtp_1
* Post-Synthesis Cells at 627
* Async SR Flop Fraction at 0%
* Slew Limit Fails at 0
* Crit Path Max Fanout at 9
* Vias in the first global route at 3759
* Worst EP arrival at 1530 ps
* Syn Area/Cell at 9.79 um^2
* DRC viols at 0
* Avg WL per Cell at 12.0 um
* Post-CTS resize count at 0
* H-tree lvl count at 4
* Max clock buf depth at 2
* VDD IR max at 0.000419 V
* Antenna violations before repair at 0
* Busiest grt layer: met1
* Die X at 113 um
* I/O pin total at 115
* Clock latency on the worst-skew pair at between 400 and 500 ps
* CTS tree: built
* Top FF cell, synth: dfxtp_1
* Root Buffer: clkbuf_16
* Reg2reg setup slack at 910 ps
* Fillers at 974
* Comb area at 2600 um^2
* Outcome: complete, no violations
* Share of layout cells above drive strength 1 at 7.09%
* Register area at 3260 um^2
* Ao+oa area frac at 8.03%
* Hold path start: b3_wr_addr_r1[9]
* Hold Path Depth at 1
* Endpoint, Worst Hold: b3_wr_addr[9]
* Max incr delay on CP at 570 ps
* Setup WS pre-CTS at 251 ps
* Fmax at just under 500 MHz
* Yosys Instances at 627
* Tightest Pin Transition at approximately 540 ps
* Max-cap violation count at 0
* Pwr dens at 704 nW/um^2
* Met2 Usage GRT at 25.7%
* Global placement routability congestion at approximately 0.8
* Tool Warnings at 28
* Clk pwr share at 48.1%
* Met3 Use GR at under 10%
* Sum Neg Setup Slack at 0 ps
* Hold Violations, Final at 0
* Period minus WS final at ~2100 ps
* Routed wire length at 10.4 mm
* GRT Total Usage at 17.4%
* FF-to-FF End: uram_rd_addr[22]
* WS Path Type: reg -> out
* Sw power at approximately 1.1 mW
* Vias/cell at ~5
* Worst r2r path cells at 5
* RSZ-0062 raised after global routing: false
* Setup violators final at 0
* Num CTS Buffers at 17
* Fp_density at 51.1%
* Mapped cell area at ~6000 um^2
* Hold Worst Slack at between 400 and 500 ps
* Comb area leader: simple AND/OR/NAND/NOR gates
* CTS sink cnt at 163
* Synth warnings at 1
[placed cells by master (no fill, tap or decap), drive strengths merged, types with 4 or more instances in the layout]
cell type      instances
clkdlybuf4s50         84
conb                  28
or3                    9
buf                    4
nor2b                 81
nand3                  8
inv                   14
clkbuf                19
bufinv                 5
ha                     6
o2111ai                4
nor2                  66
nor3                  19
nor4                  20
xor2                  23
o21ai                 22
clkinv                 7
nand2                 31
xnor2                 24
a41o                   6
a21oi                 22
and4                   5
nand4                 12
dfxtp                163
[per-layer routing]
| metal | share of wire (%) | wire [um] | vias to the layer above |
|---|---|---|---|
| met1 | 50 | 5140 | 1972 |
| met2 | 43 | 4460 | 115 |
| met3 | 5.0 | 518 | 16 |
| met5 | 0 | 0 | - |
| li1 | - | - | 2220 |
| met4 | 2.3 | 238 | 0 |
[synth_stat cells (2+ instances only)]
master and instances:
dfxtp_1 163, nor2b_1 81, nor2_1 66, nand2_1 31, buf_4 30, xnor2_1 24, xor2_1 23, a21oi_1 22
o21ai_0 21, nor3_1 19, nor4_1 18, clkbuf_1 15, inv_1 13, nand4_1 10, or3_1 9, nand3_1 8
a41o_1 6, ha_1 6, and4_1 5, buf_2 5, buf_1 4, a31o_2 3, a31oi_1 3, and2_1 3
and3_1 3, nand2b_1 3, o211a_1 3, mux2i_1 2, nor3b_2 2, nor4_4 2, o2111ai_1 2, o211ai_1 2
or2_2 2
[worst max path at each step]
stage          startpoint  cells after the start  slack, ps              end
5_1_grt   uram_rd_addr[7]                      1        530  uram_rd_addr[7]
4_1_cts   uram_rd_addr[7]                      1        610  uram_rd_addr[7]
6_report  uram_rd_addr[7]                      1        630  uram_rd_addr[7]
[state kept, by name, summed over array words and instances, names as in the netlist, 4 cells and up]
name           flops
b1_rd_addr        10
b1_wr_addr        10
b1_wr_addr_r1     10
b1_wr_addr_r2     10
b1_wr_addr_r3     10
b2_rd_addr        10
b2_wr_addr        10
b2_wr_addr_r1     10
b3_rd_addr        10
b3_wr_addr        10
b3_wr_addr_r1     10
bram1_p_state      4
bram2_p_state      4
uram_p_state       6
uram_rd_addr      19
[kinds of logic (layout without fill, tap and decap cells)]
kind of cell / count (synthesis) / in the layout
AND/OR/NAND/NOR: 267 / 267
flip-flops: 163 / 163
AND-OR/OR-AND: 72 / 72
buffers and inverters: 68 / 133
XOR/XNOR: 47 / 47
adder cells (fa/ha/maj): 6 / 6
multiplexers: 3 / 3
other: 1 / 28
[through the flow]
| step | instance area [um^2] | power, mW | util (%) | cells |
|---|---|---|---|---|
| after floorplan | 6240 | 2.78 | - | 654 |
| after global placement | 6960 | 2.83 | 58.0 | 834 |
| after detailed placement | 6960 | 2.84 | 58.0 | 834 |
| after CTS | 7610 | 5.43 | 63.4 | 866 |
| after global routing | 7610 | 5.58 | 63.4 | 866 |
| final | 7610 | 5.36 | 63.4 | 866 |
[layout make-up]
| class | count | area share (%) |
|---|---|---|
| multi-input combinational | 423 | 34.1 |
| clock buffer | 19 | 5.82 |
| tap | 147 | 2.42 |
| clock inverter | 13 | 2.70 |
| timing repair buffer | 88 | 11.4 |
| sequential | 163 | 42.9 |
| inverter | 13 | 0.641 |
[power groups by stage]
stage / clock network, mW / registers (mW) / logic, mW
CTS: 2.64 / 2.53 / 0.254
finish: 2.58 / 2.53 / 0.250
global route: 2.75 / 2.54 / 0.286
Power figures rest on the tool's default switching activity, not on a simulated workload.
